File: flow/design.v
`timescale 1ns/1ns
module cell_logic #(parameter NUM_INPUTS = 9) (
  input clk,                            
  input init,                           
  input [NUM_INPUTS-1:0] logic_in,                       
  input [2**NUM_INPUTS-1:0] logic_inputs,  
  output logic_out,
  output [2**NUM_INPUTS-1:0] logic_outputs  
);
  reg [2**NUM_INPUTS-1:0] logic_regs;
  assign logic_outputs = logic_regs;
  always @(posedge clk) begin
    if (init == 1'b1) begin  
      logic_regs = logic_inputs; 
    end
  end
  assign logic_out = logic_regs[logic_in];
endmodule 
File: flow/run.sh
#!/bin/bash
# OpenROAD 26Q1-2900-gdf79404cd8, Yosys 0.63+post, stock flow scripts
make -C /OpenROAD-flow-scripts/flow DESIGN_CONFIG=/design/flow/config.mk WORK_HOME=/design/flow/orfs finish
File: flow/config.mk
export PLATFORM = sky130hd
export DESIGN_NAME = cell_logic
export DESIGN_NICKNAME = cell_logic
export VERILOG_FILES = /design/flow/design.v
export SDC_FILE = /design/flow/constraint.sdc
export NUM_CORES = 4
export LEC_CHECK = 1
export CORE_AREA = 10 10 399 399
export DIE_AREA = 0 0 409 409
File: flow/constraint.sdc
current_design cell_logic

set clk_period 7.4
set clk_io_pct 0.2

create_clock -name clk0 -period $clk_period [get_ports {clk}]

set non_clock_inputs [all_inputs -no_clocks]
set_input_delay [expr $clk_period * $clk_io_pct] -clock clk0 $non_clock_inputs
set_output_delay [expr $clk_period * $clk_io_pct] -clock clk0 [all_outputs]
==> qor.txt <==
Hold-fix buffers, CTS - 0
Avg Cell Area, Syn - 21.0 sq um
cell family with most CP delay - AND-OR/OR-AND gates
number of max-cap violations - 0
dpl hpwl - 124 mm
sequential cell area - 15400 sq um
GR Util All Layers - 17.5%
Startpoint Class - primary input
yosys xor share - 0%
Top non-seq family - multiplexers
Final Max Slew Viols - 0
Synth top area share - 77.3%
# fillers - 15500
Worst Path Max Fanout - 58
RSZ-0062 raised after global routing - false
vias in the first global route - 16000
via count - 15000
Buf/Inv on CP - 2
largest net degree at the start of global routing - 126
WP data required - 5920 ps
Max-slew headroom - 38.3%
Worst Hold Class - in -> reg
clock transition at the registers of the reported paths - 50 ps
Crit Path Class - in -> out
minimum clock period - 6860 ps
Post-synth EDFFs - 512
CTS tree - done
initial antenna violation count - 106
Log Warnings - 29
gr ovfl total - 0
Top cell excl fill/tap - clkdlybuf4s50_1
cell type with the largest total area - edfxtp_1
IO Port Bufs - 1035
gpl congestion - 0.973
drt wl/cell - 35.8 um
Adder Area Share - 0%
DRT Wirelength - 147 mm
Least-Margin Pin Slew - 926 ps
setup TNS - 0 ps
Post-Syn Instances - 949
post-synthesis register bit count - 512
ys cells - 949
Post-CTS Setup Repair Bufs - 0
drt initial violations - 1097
Die Width - 409 um
Top Ports - 1036
post-synth area from yosys stat - 19900 sq um
crit end category - output pin
Post-synth ARST share - 0%
Fin. Hold Viols - 0
Distinct cells, synth - 44
Vias/cell - 3.66
die area - 167000 sq um
Syn. warnings - 1
mux frac, synth - 14.1%
first-pass GRT wire length - 183 mm
Top cells excl fill/tap - 1030 x clkdlybuf4s50_1, 512 x edfxtp_1, 115 x mux2i_1
cycle use final - 92.7%
Die Y - 409 um
DR pass1 iterations - 5
Worst EP arrival - 5380 ps
htree depth - 3
biggest area cells - edfxtp_1 77%, mux4_2 7.7%, mux2i_1 5.8%, o221ai_1 2.6%, a21oi_1 0.86%
Num CTS Buffers - 68
FP Core Util - 13.2%
synthesized area - 19900 sq um
sequential fraction of the synthesis area - 77.3%
final setup vio count - 0
post-place instance area - 32600 sq um
Remaining DRCs - 0
Pwr Density - 240 nW/um^2
Comb area - 4080 sq um
Worst path max stage delay - 940 ps
yosys simple share - 1.18%
Slowest cell on crit path - clkdlybuf4s50_1
Top FF cell, synth - edfxtp_1
antenna viol nets, final - 0
fraction of layout cells with a size suffix above 1 - 9.78%
Core Box Area - 150000 sq um
Max Buffers Root-to-Sink - 3
status - finished clean
LEAKAGE - 11.8 nW
max reg flops - 512
PostCTS Resize Cnt - 0
aoi share - 5.19%
cell area after layout - 34900 sq um
fmax - 146 MHz
Num Clock Sinks - 512
Max rail drop VDD - 0.193 mV
crit-path cells - clkdlybuf4s50_1 > nand2b_4 > o221ai_1 > o22ai_1 > o311ai_1 > o211ai_1 > a221o_1 > nand4_1 > buf_4
CTS root buffer - clkbuf_16
area grow syn2layout - 75.4%
Rows - 142
[kinds of logic after synthesis]
kind of cell / count (synthesis)
compound gates: 143
buf+inv: 58
flops: 512
mux: 188
simple gates: 48
[final timing paths]
check / from / end / slack, ps / cells after the start
setup / recovery: logic_in[2] / logic_out / 540 / 9
hold / removal: init / logic_regs[183]$_DFFE_PP_ / 1270 / 1
[metal layers]
| metal | vias to the layer above | wire length [um] | global-route usage, % |
|---|---|---|---|
| met4 | 120 | 4930 | 4.48 |
| li1 | 6241 | - | - |
| met5 | - | 751 | 0 |
| met3 | 270 | 21300 | 11.6 |
| met2 | 998 | 71200 | 28.4 |
| met1 | 7397 | 48700 | 18.6 |
[metrics by stage]
| stage | hold slack [ps] | utilization, % | worst slack, ps | power [mW] | std cells |
|---|---|---|---|---|---|
| 2_1_floorplan | 1580 | - | 2760 | 3.80 | 949 |
| 3_3_place_gp | 2010 | 21.7 | 470 | 5.06 | 3968 |
| 3_5_place_dp | 2020 | 21.7 | 437 | 5.05 | 3968 |
| 4_1_cts | 1270 | 23.2 | 430 | 8.54 | 4091 |
| 5_1_grt | 1280 | 23.2 | 435 | 8.67 | 4093 |
| 6_report | 1270 | 23.2 | 537 | 8.37 | 4109 |
[Yosys cell counts (2+ instances only)]
master	number
buf_4	2
o211ai_1	4
a21oi_1	34
clkbuf_1	19
mux4_1	4
nand4_1	2
buf_6	10
inv_1	2
buf_2	7
mux4_2	68
buf_1	6
o21ai_0	7
o221ai_1	58
nand3_1	4
edfxtp_1	512
o22ai_1	26
nor2_1	17
nor2b_1	2
nand2_1	11
clkinv_1	3
buf_12	6
o2111ai_1	4
mux2i_1	115
nor4_1	4
buf_8	3
[power breakdown]
part	leakage [nW]	switching [mW]	internal, mW
clock	1.08	1.44	1.98
combinational	5.67	0.542	0.747
sequential	5.01	0.197	3.46
total	11.8	2.18	6.19
[final cells by class]
type | instances | area share [%]
Sequential cell | 512 | 44.1
Timing Repair Buffer | 1056 | 30.3
Multi-Input combinational cell | 379 | 11.7
Tap cell | 2016 | 7.23
Clock buffer | 80 | 5.07
Clock inverter | 43 | 1.39
Antenna cell | 18 | 0.129
Inverter | 5 | 0.0610
Power figures rest on the tool's default switching activity, not on a simulated workload.
